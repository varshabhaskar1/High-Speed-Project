File: run.sh
#!/bin/bash
# OpenROAD 26Q1-2900-gdf79404cd8, Yosys 0.63+post, stock flow scripts
make -C /OpenROAD-flow-scripts/flow DESIGN_CONFIG=/design/flow/config.mk WORK_HOME=/design/flow/orfs finish
File: config.mk
export PLATFORM = sky130hd
export DESIGN_NAME = wallace4
export DESIGN_NICKNAME = wallace4
export VERILOG_FILES = /design/flow/design.v
export SDC_FILE = /design/flow/constraint.sdc
export NUM_CORES = 4
export LEC_CHECK = 1
export CORE_AREA = 10 10 70 70
export DIE_AREA = 0 0 80 80
File: constraint.sdc
current_design wallace4

set clk_period 3.1
set clk_io_pct 0.2

create_clock -name clk0 -period $clk_period

set non_clock_inputs [all_inputs -no_clocks]
set_input_delay [expr $clk_period * $clk_io_pct] -clock clk0 $non_clock_inputs
set_output_delay [expr $clk_period * $clk_io_pct] -clock clk0 [all_outputs]
File: design.v
module FA(a,b,cin,sum,carry,clock);
input a,b,cin,clock;
output sum,carry;
reg T1,T2,T3,carry;
assign sum=a^b^cin;
always @(a or b or cin)
begin
T1=a&b;
T2=a&cin;
T3=a&cin;
carry=T1|T2|T3;
end
endmodule
module HA(a,b,sum,carry,clock);
input a,b,clock;
output  wire sum,carry;
assign sum=a^b;
assign carry=a&b;
endmodule
module wallace4(input [3:0] A, input [3:0] B, output [7:0] P,input clock);
integer i;
wire s11,s12,s13,s14,s15,s22,s23,s24,s25,s26,s32,s34,s35,s36,s37;
wire c11,c12,c13,c14,c15,c22,c23,c24,c25,c26,c32,c34,c35,c36,c37;
reg [3:0] pp0,pp1,pp2,pp3 ;
always @(A or B)
begin
    for(i=0;i<4;i=i+1) begin
  pp0[i] <= A[i] & B[0];
  pp1[i] <= A[i] & B[1];
  pp2[i] <= A[i] & B[2];
  pp3[i] <= A[i] & B[3];
    end     
end
assign P[0] = pp0[0];
assign P[1] = s11;
assign P[2] = s22;
assign P[3] = s32;
assign P[4] = s34;
assign P[5] = s35;
assign P[6] = s36;
assign P[7] = s37;
HA ha11 (pp0[1],pp1[0],s11,c11,clock);
FA fa12 (pp0[2],pp1[1],pp2[0],s12,c12,clock);
FA fa13 (pp0[3],pp1[2],pp2[1],s13,c13,clock);
FA fa14 (pp1[3],pp2[2],pp3[1],s14,c14,clock);
HA ha15 (pp2[3],pp3[2],s15,c15,clock);
HA ha21 (c11,s12,s22,c22,clock);
FA fa22 (pp3[0],c12,s13,s23,c23,clock);
FA fa23 (c13,c23,s14,s24,c24,clock); 
FA fa24 (c14,c24,s15,s25,c25,clock);
FA fa25 (c15,c25,pp3[3],s26,c26,clock);
HA ha31 (c22,s23,s32,c32,clock);
HA ha32 (c32,s24,s34,c34,clock);
HA ha33 (c34,s25,s35,c35,clock);
HA ha34 (c35,s26,s36,c36,clock);
HA ha35 (c36,c26,s37,c37,clock);
endmodule
==> Slide: Implementation Results <==
Physical Implementation Snapshot

Detailed routing
  • ANT nets after route: 0
  • Ant diodes: 0
  • DRT iter0 DRCs: 6
  • DRC violations left: 0
  • Post-Route WL: between 1000 and 1500 µm
  • Vias post-DR: approximately 420
  • Wire length per cell: approximately 9.1 µm
  • Vias per cell: 3.42
  • First-pass iteration count of the detailed router: 2

Global routing
  • Initial antenna violation count: 0
  • Total GRT Usage: under 10%
  • GRT Residual Overflow: 0
  • Global-route wire length before repair: between 1500 and 2000 µm
  • Vias in the first global route: ~440
  • Largest net degree at the start of global routing: 6

Logic synthesis
  • Yosys Instances: 54
  • Netlist Area Pre-Place: ~450 µm²
  • Area leader share: 39.2%
  • Avg Inst Size Synth: roughly 8.3 µm²
  • Top area cell types: ha_1 39%, and2_1 14%, buf_4 12%
  • Chip area in the Yosys report: ~450 µm²
  • Yosys warnings: 2
  • Unique cell types: 12
  • Mapped Cells: about 54
  • Synth Seq Share: 0%
  • Yosys top cell by area: ha_1

Place
  • PortBufs: 16
  • Place WS: -1290 ps
  • Hpwl dp: about 1000 µm
  • Post-DP Area: a little over 700 µm²
  • GPL Wtd Cong: ~0.76

Final timing
  • Max Clk Rate: 285 MHz
  • Minimum clock period: roughly 3500 ps
  • # setup viols final: 3
  • Final hold vios: 0
  • Final Max Slew Viols: 0
  • Worst slew pin tran: between 200 and 300 ps
  • Hold Slack: 1700 ps
  • RSZ-0062 raised after global routing: yes
  • Max_slew headroom: 81.1%
  • Final WS setup: -410 ps
  • Final worst path period share: 113%

Cells and area
  • Clk_buf instances: 0
  • Final design area excluding fillers: between 700 and 800 µm²
  • Util after Layout: 22.8%
  • Area Overhead vs Synth: 74.2%
  • Fillcell total: ~380
  • Layout cells sized above 1: a little under 50%
  • Seq cells: 0
  • Register area: 0 µm²

Worst setup path
  • Arrival time worst endpoint: about 2900 ps
  • CP max FO: 3
  • Most Frequent Cell on Critical Path: ha_2
  • WS Path Type: primary input to output pin
  • Crit. End Element: output pin
  • Critical Path RT: between 2000 and 2500 ps
  • CP max stage cell: ha_4
  • Critical Path Max Stage Delay: between 200 and 300 ps
  • Crit path from: B[0]
  • CP Cell Sequence: buf_8 > and2_4 > ha_4 > a21o_1 > ha_2 > o21bai_1 > ha_2 > o21bai_1 > ha_2 > a21o_1 > ha_4 > xnor2_2 > ha_2 > xnor2_2 > buf_2
  • Crit path launch type: primary input

Floorplanning
  • Initial Utilization: a little over an eighth
  • # IOs: 17
  • FP Rows: 21
  • Die area: 6400 µm²
  • Die Y: approximately 80 µm
  • Die span in x: 80 µm
  • Area of the core: around 3400 µm²

Power
  • Pwr per Cell Area: approximately 150 nW/µm²
  • Worst ir drop on vdd: 58.6 µV
  • Leakage: around 0.4 nW
  • Total power: roughly 0.11 mW

Hold path
  • Worst Hold Class: primary input to output pin
  • Hold Crit Start: A[3]

Flow run
  • Max Cap Violations: 0
  • OpenROAD warning count: 36

Run status
  • Violated checks: negative setup slack
  • Outcome: complete, but fails checks
==> per-stage QoR <==
| step | instances | setup TNS [ps] |
|---|---|---|
| after global placement | 120 | -4320 |
| after detailed placement | 120 | -4290 |
| final | 123 | -932 |
| after floorplan | 54 | -667 |
| after CTS | 123 | -1130 |
| after global routing | 123 | -1240 |
==> worst max-delay path, delay by kind of cell <==
| family | cells | cell delay (ps) |
|---|---|---|
| simple gates | 1 | 150 |
| compound gates | 4 | 620 |
| fa+ha+maj | 6 | 1090 |
| xor+xnor | 2 | 200 |
| buf+inv | 2 | 200 |
==> Yosys cell counts (all sizes together) <==
library cell and number:
and2 11, a31oi 2, inv 2, xor2 3
buf 7, nand2 5, a31o 1, o21bai 2
ha 14, a21o 2, xnor2 5
==> metal layers <==
metal | wire (µm) | track usage, % | share of wire, %
met1 | 499 | 4.09 | 45
met2 | 499 | 5.62 | 45
met3 | 120 | 1.59 | 11
met4 | 0 | 0 | 0
met5 | 0 | 0 | 0
==> layout by cell type, fill, tap and decap left out, drive strengths merged <==
cell type	Yosys	routed
o21bai	2	2
xor2	3	3
clkdlybuf4s50	0	4
a21o	2	2
a31oi	2	2
xnor2	5	5
and2	11	11
inv	2	2
buf	7	22
a31o	1	1
ha	14	14
clkdlybuf4s15	0	2
nand2	5	5
dlygate4sd2	0	2
==> layout make-up <==
cell class	count	area [µm²]	area share [%]
Tap cell	46	57.6	7.40
Multi-Input combinational cell	45	464	59.6
Timing Repair Buffer	30	249	32.0
Inverter	2	7.51	0.965
==> cells by family (layout without fill, tap and decap cells) <==
kind of cell    count (synthesis)  count (layout)  share of synthesized area (%)
xor+xnor                        8               8                           15.7
buf+inv                         9              32                           13.4
simple gates                   16              16                           20.2
compound gates                  7               7                           11.5
fa+ha+maj                      14              14                           39.2
==> path summary, 6_finish.rpt <==
path,endpoint,slack [ps],cells past startpoint
max,P[7],-410,15
min,P[7],1700,4
==> what timing repair did <==
item | CTS | global route
hold endpoints to repair | 0 | 0
gates resized | 46 | 3
endpoints found under the setup margin | 5 | 3
buffers inserted | 3 | 0
pin swaps | 17 | 3
hold buffers | 0 | 0
==> where the power goes <==
| part | switching [mW] | internal, mW | total, mW |
|---|---|---|---|
| Sequential | 0 | 0 | 0 |
| Combinational | 0.0388 | 0.0749 | 0.114 |
| Clock | 0 | 0 | 0 |
Power is estimated from default activity; no workload was simulated.
