===== ./run.sh =====
#!/bin/bash
# OpenROAD 26Q1-2900-gdf79404cd8, Yosys 0.63+post, stock flow scripts
make -C /OpenROAD-flow-scripts/flow DESIGN_CONFIG=/design/flow/config.mk WORK_HOME=/design/flow/orfs finish

===== ./design.v =====
module FA(a,b,cin,sum,carry,clock);
input a,b,cin,clock;
output sum,carry;
reg T1,T2,T3,carry;
assign sum=a^b^cin;
always @(a or b or cin)
begin
T1=a&b;
T2=a&cin;
T3=a&cin;
carry=T1|T2|T3;
end
endmodule
module HA(a,b,sum,carry,clock);
input a,b,clock;
output  wire sum,carry;
assign sum=a^b;
assign carry=a&b;
endmodule
module wallace1(output  [15:0] product, input [7:0] x, y, input clock);
reg p [7:0][7:0];                   
wire [55:0] s ,c ;                  
integer i,j;
always@(y, x)             
begin
for ( i = 0; i <= 7; i = i + 1)
for ( j = 0; j <= 7; j = j + 1)
p[j][i] <= x[j] & y[i];
end
assign product = ({c[55],s[55],s[54],s[52],s[49],s[45],s[40],s[34],s[27],s[20],s[14],s[9],s[5],s[2],s[0],p[0][0]});
HA ha_11 ( .sum(s[0]), .carry(c[0]), .a(p[1][0]), .b( p[0][1]),.clock(clock));  
FA fa_21 ( .sum(s[1]), .carry(c[1]), .a(p[2][0]), .b( p[1][1]), .cin( (c[0]) ),.clock(clock) );
HA ha_21 ( .sum(s[2]), .carry(c[2]), .a(p[0][2]), .b( s[1]),.clock(clock));                                               
FA fa_31 ( .sum(s[3]), .carry(c[3]), .a(p[3][0]), .b( p[2][1]), .cin( c[1]),.clock(clock) );
FA fa_32 ( .sum(s[4]), .carry(c[4]), .a(p[1][2]), .b( s[3]), .cin( c[2]),.clock(clock) );
HA ha_31 ( .sum(s[5]), .carry(c[5]), .a(p[0][3]), .b( s[4]),.clock(clock));                                                
FA fa_41 ( .sum(s[6]), .carry(c[6]), .a(p[4][0]), .b( p[3][1]), .cin( c[3]),.clock(clock));
FA fa_42 ( .sum(s[7]), .carry(c[7]), .a(p[2][2]), .b(s[6]), .cin( c[4]),.clock(clock) );
FA fa_43 ( .sum(s[8]), .carry(c[8]), .a(p[1][3]), .b(s[7]), .cin( c[5]) ,.clock(clock));
HA ha_41 ( .sum(s[9]), .carry(c[9]), .a(p[0][4]), .b( s[8]),.clock(clock));                                              
FA fa_51 ( .sum(s[10]), .carry(c[10]), .a(p[5][0]), .b( p[4][1]), .cin( c[6]),.clock(clock) );
FA fa_52 ( .sum(s[11]), .carry(c[11]), .a(p[3][2]), .b( s[10]), .cin( c[7]),.clock(clock) );
FA fa_53 ( .sum(s[12]), .carry(c[12]), .a(p[2][3]), .b( s[11]), .cin( c[8]),.clock(clock) );
FA fa_54 ( .sum(s[13]), .carry(c[13]), .a(p[1][4]), .b( s[12]), .cin( c[9]),.clock(clock) );
HA ha_55 ( .sum(s[14]), .carry(c[14]),  .a(p[0][4]), .b( s[13]),.clock(clock));                                      
FA fa_61 ( .sum(s[15]), .carry(c[15]), .a(p[6][0]), .b( p[5][1]), .cin( c[10]),.clock(clock) );
FA fa_62 ( .sum(s[16]), .carry(c[16]), .a(p[4][2]), .b( s[15]), .cin( c[11]),.clock(clock) );
FA fa_63 ( .sum(s[17]), .carry(c[17]), .a(p[3][3]), .b( s[16]), .cin( c[12]) ,.clock(clock));
FA fa_64 ( .sum(s[18]), .carry(c[18]), .a(p[2][4]), .b( s[17]), .cin( c[13]),.clock(clock) );
HA ha_61 ( .sum(s[19]), .carry(c[19]), .a(p[1][5]), .b( s[18]),.clock(clock));
HA ha_42 ( .sum(s[20]), .carry(c[20]), .a(p[0][6]), .b( s[19]),.clock(clock));                                       
FA fa_71 ( .sum(s[21]), .carry(c[21]), .a(p[7][0]), .b( p[6][1]), .cin( c[15]) ,.clock(clock));
FA fa_72 ( .sum(s[22]), .carry(c[22]), .a(p[5][2]), .b( s[21]), .cin( c[16]),.clock(clock) );
FA fa_73 ( .sum(s[23]), .carry(c[23]), .a(p[4][3]), .b( s[22]), .cin( c[17]) ,.clock(clock));
FA fa_74 ( .sum(s[24]), .carry(c[24]), .a(p[3][4]), .b( s[23]), .cin( c[18]),.clock(clock) );
FA fa_75 ( .sum(s[25]), .carry(c[25]), .a(p[2][5]), .b( s[24]), .cin( c[19]),.clock(clock) );
FA fa_76 ( .sum(s[26]), .carry(c[26]), .a(p[1][6]), .b( s[25]), .cin( c[20]) ,.clock(clock));
HA ha_71 ( .sum(s[27]), .carry(c[27]), .a(p[0][7]), .b( s[26]),.clock(clock));                                       
FA fa_81 ( .sum(s[28]), .carry(c[28]), .a(p[7][1]), .b( p[6][2]), .cin( c[21]) ,.clock(clock));
FA fa_82 ( .sum(s[29]), .carry(c[29]), .a(p[5][3]), .b( s[28]), .cin( c[22]),.clock(clock) );
FA fa_83 ( .sum(s[30]), .carry(c[30]), .a(p[4][4]), .b( s[29]), .cin( c[23]) ,.clock(clock));
FA fa_84 ( .sum(s[31]), .carry(c[31]), .a(p[3][5]), .b( s[30]), .cin( c[24]),.clock(clock) );
FA fa_85 ( .sum(s[32]), .carry(c[32]), .a(p[2][6]), .b( s[31]), .cin( c[25]),.clock(clock) );
FA fa_86 ( .sum(s[33]), .carry(c[33]), .a(p[1][7]), .b( s[32]), .cin( c[26]),.clock(clock) );
HA ha_81 ( .sum(s[34]), .carry(c[34]), .a(s[33]), .b( c[27]),.clock(clock));                                           
FA fa_91 ( .sum(s[35]), .carry(c[35]), .a(p[7][2]), .b( p[6][3]), .cin( c[28]),.clock(clock) );
FA fa_92 ( .sum(s[36]), .carry(c[36]), .a(p[5][4]), .b( s[35]), .cin( c[29]),.clock(clock) );
FA fa_93 ( .sum(s[37]), .carry(c[37]), .a(p[4][5]), .b( s[36]), .cin( c[30]),.clock(clock) );
FA fa_94 ( .sum(s[38]), .carry(c[38]), .a(p[3][6]), .b( s[37]), .cin( c[31]) ,.clock(clock));
FA fa_95 ( .sum(s[39]), .carry(c[39]), .a(p[2][7]), .b( s[38]), .cin( c[32]),.clock(clock) );
FA fa_96 ( .sum(s[40]), .carry(c[40]), .a(s[39]), .b( c[33]), .cin( c[34]),.clock(clock) );                          
FA fa_101 ( .sum(s[41]), .carry(c[41]), .a(p[7][3]), .b( p[6][4]), .cin( c[35]),.clock(clock) );
FA fa_102 ( .sum(s[42]), .carry(c[42]), .a(p[5][5]), .b( s[41]), .cin( c[36]),.clock(clock) );
FA fa_103 ( .sum(s[43]), .carry(c[43]), .a(p[4][6]), .b( s[42]), .cin( c[37]),.clock(clock) );
FA fa_104 ( .sum(s[44]), .carry(c[44]), .a(p[3][7]), .b( s[43]), .cin( c[38]),.clock(clock) );
FA fa_105 ( .sum(s[45]), .carry(c[45]), .a(s[44]), .b( c[39]), .cin( c[40]),.clock(clock) );                     
FA fa_111 ( .sum(s[46]), .carry(c[46]), .a(p[7][4]), .b( p[6][5]), .cin( c[41]),.clock(clock) );
FA fa_112 ( .sum(s[47]), .carry(c[47]), .a(p[5][6]), .b( s[46]), .cin( c[42]),.clock(clock) );
FA fa_113 ( .sum(s[48]), .carry(c[48]), .a(p[4][7]), .b( s[47]), .cin( c[43]),.clock(clock) );
FA fa_114 ( .sum(s[49]), .carry(c[49]), .a(s[48]), .b( c[44]), .cin( c[45]),.clock(clock) );                      
FA fa_121 ( .sum(s[50]), .carry(c[50]), .a(p[7][5]), .b( p[6][6]), .cin( c[46]),.clock(clock) );
FA fa_122 ( .sum(s[51]), .carry(c[51]), .a(p[5][7]), .b(s[50]), .cin( c[47]),.clock(clock) );
FA fa_123 ( .sum(s[52]), .carry(c[52]), .a(s[51]), .b(c[48]), .cin( c[49]),.clock(clock) );                     
FA fa_131 ( .sum(s[53]), .carry(c[53]), .a(p[7][6]), .b( p[6][7]), .cin( c[50]),.clock(clock) );
FA fa_132 ( .sum(s[54]), .carry(c[54]), .a(s[53]), .b(c[51]), .cin( c[52]),.clock(clock) );                   
FA fa_141 ( .sum(s[55]), .carry(c[55]), .a(p[7][7]), .b(c[53]), .cin( c[54]),.clock(clock) );               
endmodule

===== ./config.mk =====
export PLATFORM = sky130hd
export DESIGN_NAME = wallace1
export DESIGN_NICKNAME = wallace1
export VERILOG_FILES = /design/flow/design.v
export SDC_FILE = /design/flow/constraint.sdc
export NUM_CORES = 4
export LEC_CHECK = 1
export CORE_UTILIZATION = 30

===== ./constraint.sdc =====
current_design wallace1

set clk_period 15.2
set clk_io_pct 0.2

create_clock -name clk0 -period $clk_period

set non_clock_inputs [all_inputs -no_clocks]
set_input_delay [expr $clk_period * $clk_io_pct] -clock clk0 $non_clock_inputs
set_output_delay [expr $clk_period * $clk_io_pct] -clock clk0 [all_outputs]

==> flow_summary_export.csv <==
group,metric,value,unit
grt,grt_max_degree,15,
final_timing,slew_headroom,67.1,%
pwr,power.density,79.9,nW/um^2
critical_path,cp_max_fo,12,
final_layout,areaGrowthSynthToFinish,11.2,%
critical_path,cp_num_buf_inv,2,
job,cap_violations,0,
cts,cts_hold_buf,0,
final_timing,tns,0,ps
yosys,synth_cell_types,51,
placement,port_buffers,32,
pwr,total_power,0.224,mW
drt,wirelength,4.86,mm
drt,drtIter0Drc,90,
yosys,yosysSeqAreaShare,0,%
yosys,simple_gate_area_share,23.2,%
drt,num_vias,2178,
critical_path,worst_path_most_repeated_cell,"ha_1",
final_layout,drive_gt1_share,5.78,%
final_timing,max_slew.worst_pin.slew,492,ps
placement,dp.cells,434,
min_path,min_path_type,"in2out",
final_timing,setup_viol,0,
floorplan,die_width,93.7,um
grt,grt-ovfl-total,0,
drt,drtAntennaViolNets,0,
critical_path,crit_cells,32,
yosys,ys_top_cells_by_count,"ha_1 (55), and2_1 (45), a21oi_1 (31)",
critical_path,crit_family,"AND-OR/OR-AND gates",
yosys,aoi_share,23.6,%
floorplan,die_y,93.7,um
final_layout,regArea,0,um^2
yosys,synth.avg_cell_area,7.86,um^2
final_layout,post-route-util,34.3,%
critical_path,slowest_stage,"clkdlybuf4s50_1",
critical_path,critical_path_class,"in2out",
yosys,synth.top_cell.area_share,27.3,%
yosys,xor_area_share,16.0,%
yosys,ys_sh_mux,0.892,%
min_path,hold_start,"x[0]",
floorplan,rows,33,
final_timing,report.final.slew_viol_count,0,
final_timing,fmax,75.8,MHz
final_layout,fin_cells,434,
floorplan,dieArea,8780,um^2
placement,placed_area,2810,um^2
final_timing,fin_crit_sh,86.8,%
final_timing,hold_viol_final,0,
job,tool_warnings,33,
placement,gp_congestion,0.772,
yosys,logic_family,"adder cells",
drt,viasPerCell,5.02,
grt,grt_pass1_wl,8.75,mm
pwr,ir_drop,87.2,uV
yosys,synth_top_cell_by_count,"ha_1",
min_path,min_path_cells,3,
cts,post-cts-setup-buffer-count,0,
floorplan,fp_util,30.9,%
final_layout,final_area,2810,um^2
critical_path,cp_slowest_stage_delay,590,ps
floorplan,core_region_area,8180,um^2
yosys,synth_cells,321,
grt,antenna_found_initial,0,
final_layout,nClkBuffers,0,
critical_path,setup.worst_path.start_class,"input pin",
run_status,status,"complete, no violations",
grt,grt_pass1_vias,2078,
yosys,ys_sh_adder,27.3,%
final_timing,period_needed,13190,ps
yosys,ys_area,2520,um^2
yosys,area_leaders,"ha_1 (27%), and2_1 (11%), xnor2_1 (9.4%)",
yosys,ys_cells,321,
drt,drc,0,
yosys,synth-warning-count,4,
cts,post_cts_resized,0,
final_timing,rsz0062_at_grt,"false",
pwr,p_leak,1.37,nW
grt,grtUsageTotal,11.9,%
critical_path,cp-startpoint,"x[1]",
drt,drt_first_pass_iters,4,
critical_path,cp_data_required_time,12160,ps
critical_path,worstPathArrival,10150,ps
critical_path,endpoint_kind,"output port",
drt,antenna_cells,0,
yosys,syn-cell-area,2520,um^2
placement,hpwl,4.10,mm
yosys,synth_top_cell_by_area,"ha_1",
final_layout,nFlopsAndLatches,0,
drt,post_drt_wl_per_cell,11.2,um
floorplan,top_level_ports,33,
==> per-layer routing <==
layer	vias to the layer above	global-route usage [%]	part of all wire, %
met2	24	21.6	47
li1	1137	-	-
met4	0	0.385	0.37
met3	2	0.165	1.7
met5	-	0	0
met1	1015	16.5	51
==> final timing paths <==
kind                 endpoint  slack, ps
setup / recovery  product[14]       2010
hold / removal     product[0]       7160
==> power breakdown <==
group / total [mW] / leakage [nW] / internal, mW / switching (mW)
Clock: 0 / 0 / 0 / 0
Combinational: 0.224 / 1.37 / 0.136 / 0.0884
Sequential: 0 / 0 / 0 / 0
==> stage by stage <==
stage	setup slack, ps	hold WS, ps
floorplan	3410	6270
global placement	1990	7190
detailed placement	1990	7180
CTS	1930	7190
global route	1510	7220
finish	2010	7160
==> final cells by class <==
type / count / area (um^2)
Inverter: 16 / 60.1
Timing Repair Buffer: 32 / 320
Tap cell: 105 / 131
Fill cell: 865 / 5370
Multi-Input combinational cell: 281 / 2290
==> layout by cell type (no fill, tap or decap), types with 2 or more instances in the layout <==
cell,Yosys,final
a211o_1,2,2
a211oi_1,2,2
a21o_1,9,9
a21oi_1,31,31
a31oi_1,3,3
and2_1,45,45
and2_2,6,6
and2_4,2,2
clkdlybuf4s50_1,0,32
ha_1,55,55
inv_1,15,15
nand2_1,17,17
nand3b_1,2,2
nand4b_1,3,3
nor2_1,4,4
nor2b_1,4,4
o211ai_1,4,4
o21a_1,2,2
o21ai_0,2,2
o21ai_1,6,6
o21bai_1,8,8
o31a_1,2,2
or2_1,3,3
xnor2_1,27,27
xor2_1,19,19
==> cells by family (layout without fill, tap and decap cells) <==
kind of cell / after synthesis / in the layout
adders and majority gates: 55 / 55
AOI/OAI and AO/OA: 83 / 83
muxes: 1 / 1
xor gates and xnor gates: 46 / 46
buffers and inverters: 40 / 48
and+or+nand+nor: 96 / 96
==> tightest hold or removal path: stages <==
cell	delay, ps
clkdlybuf4s50_1	480
and2_2	200
clkdlybuf4s50_1	390
Power figures rest on the tool's default switching activity, not on a simulated workload.
